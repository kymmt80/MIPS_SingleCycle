==> flow/design.v <==
module ALU(input [31:0]A ,B,input [2:0]ALU_control,output Zero,output reg [31:0]Out);
    always@(ALU_control,A,B)begin
        Out=0;
        case(ALU_control)
        3'b000: Out=A+B;
        3'b001: Out=A-B;
        3'b010: Out=(A<B)?1:0;
        endcase
    end
    assign Zero=(Out==0)?1:0;
endmodule
==> flow/run.sh <==
#!/bin/bash
# OpenROAD 26Q1-2900-gdf79404cd8, Yosys 0.63+post, stock flow scripts
make -C /OpenROAD-flow-scripts/flow DESIGN_CONFIG=/design/flow/config.mk WORK_HOME=/design/flow/orfs finish
==> flow/config.mk <==
export PLATFORM = sky130hd
export DESIGN_NAME = ALU
export DESIGN_NICKNAME = ALU
export VERILOG_FILES = /design/flow/design.v
export SDC_FILE = /design/flow/constraint.sdc
export NUM_CORES = 4
export LEC_CHECK = 1
export CORE_UTILIZATION = 30
==> flow/constraint.sdc <==
current_design ALU

set clk_period 15.6
set clk_io_pct 0.2

create_clock -name clk0 -period $clk_period

set non_clock_inputs [all_inputs -no_clocks]
set_input_delay [expr $clk_period * $clk_io_pct] -clock clk0 $non_clock_inputs
set_output_delay [expr $clk_period * $clk_io_pct] -clock clk0 [all_outputs]
==> flow_summary.yaml <==
# flow metrics
status:
  status: "complete, no violations"
layout:
  final_core_util_pct: 39.0
  stdcell_area_um2: 5230
  drive_above_1_share_pct: 5.61
  regArea_um2: 0
  flop-count: 0
  nClkBuffers: 0
  area_growth_pct: 25.1
logic_synthesis:
  ys.warnings.count: 1
  adder_share_pct: 19.8
  most_common_cell: "nor2_1"
  synth_cells: 628
  ys_cells: 628
  synth_top_cell_by_area: "ha_1"
  postSynthAreaPerCell_um2: 6.65
  ys_area_um2: 4180
  topCellsByArea: "ha_1 19%, a21oi_1 7.9%, nor2_1 7.1%"
  synthTopLogicFamily: "AND-OR/OR-AND gates"
  synth-compound-area-share_pct: 35.4
  synth_top_area_share_pct: 18.9
  ys_sh_mux_pct: 4.64
  xor_share_pct: 2.31
  postSynthSeqShare_pct: 0
  ys_types: 78
  syn_area_um2: 4180
  simple_gate_area_share_pct: 27.0
  ys_top_cells_by_count: "79 x nor2_1, 66 x a21oi_1, 65 x inv_1"
route:
  route.detailed.wl_per_inst_um: 16.5
  antenna_cells: 0
  wl_mm: 14.4
  drc: 0
  drt_iter0_drc: 557
  ant_nets: 0
  num_vias: 4982
  dr.pass1.iters: 7
  vias_per_cell: 5.72
setup_path:
  crit_family: "simple AND/OR/NAND/NOR gates"
  crit_required_ns: 12.48
  crit_chain: "clkdlybuf4s50_1 > inv_1 > ha_1 > nand2b_1 > a2111oi_1 > or2_1 > mux2_2 > nor3_1 > nand4bb_1 > nor4_1 > nand4bb_1 > nor4_2 > nand4bb_1 > nor4b_2 > clkdlybuf4s50_1"
  critPathMaxStageDelay_ns: 0.62
  slowest_stage: "a2111oi_1"
  cpMostUsedCell: "nand4bb_1"
  path_buffers: 3
  crit_fanout: 3
  cp.arrival_ns: 7.54
  crit_path_start_kind: "input pin"
  criticalPathCategory: "input pin to output port"
  cp-end-kind: "output port"
clock_tree:
  cts_setup_buffers: 0
  cts_hold_buf: 0
  postCtsResizedCells: 0
power:
  power_density_nw_per_um2: 36.8
  ir_worst_vdd_mv: 0.0138
  fin_total_pwr_uw: 192
  leakagePower_uw: 0.00218
sta:
  slew_headroom_pct: 49.6
  fin_crit_sh_pct: 68.3
  setup_violations: 0
  period_minus_slack_ns: 10.66
  worst_pin_slew_ns: 0.756
  slew_violations: 0
  max_freq_mhz: 93.8
  tns_ns: 0
  fin_ws_ns: 4.94
  rsz0062_at_grt: "false"
  timing_hold_violations_final: 0
placement:
  gp_congestion: 1.03
  dp_hpwl_mm: 11.9
  placed_cell_area_um2: 5230
  post-place-ws_ns: 4.96
  port_buffers: 100
global_route:
  grt_pass1_wl_mm: 23.3
  antenna_found_initial: 0
  first_global_vias: 4554
  overflow: 0
  grt_usage_pct: 20.1
  grt_max_degree: 56
floorplan:
  fp.dieArea_um2: 14400
  die_w_um: 120
  initCoreUtil_pct: 31.2
  num_rows: 42
  die_h_um: 120
  core_um2: 13400
  pin_count: 100
hold_path:
  min_path_type: "input pin to output port"
job:
  cap_violations: 0
  warnings: 63
-- final timing paths --
kind                           start      to  slack, ns  depth (start not counted)
worst max-delay path            B[1]    Zero       4.94                         15
worst min-delay path  ALU_control[0]  Out[1]       7.32                          5
-- routing by layer --
| layer | share of wire (%) | up-vias | GRT usage [%] |
|---|---|---|---|
| li1 | - | 2433 | - |
| met1 | 48 | 2283 | 30.3 |
| met2 | 44 | 238 | 30.6 |
| met3 | 6.9 | 28 | 2.52 |
| met4 | 1.9 | 0 | 3.75 |
| met5 | 0 | - | 0 |
-- cell families (layout without fill, tap and decap cells) --
kind of cell    after synthesis  count (layout)
compound gates              206             206
mux                          19              19
xor+xnor                     11              11
fa+ha+maj                    65              65
simple gates                223             223
buf+inv                     104             171
-- tightest hold or removal path, cell delays in order --
cell and delay [ns]:
buf_2 0.09, buf_4 0.29, a21oi_1 0.21, nor2_1 0.07
clkdlybuf4s50_1 0.40
-- placed cells by master (no fill, tap or decap), types with 10 or more instances in the layout --
master	instances
o31ai_1	12
nor2_1	79
nand3_1	15
nand2_1	40
mux2i_1	16
inv_1	65
clkdlybuf4s50_1	99
o211ai_1	14
ha_1	63
or3_1	10
nor3_1	26
o21ai_0	22
a21oi_1	66
-- report_power, final --
part / internal [µW] / leakage [µW] / switching [µW] / total (µW)
clock: 0 / 0 / 0 / 0
sequential: 0 / 0 / 0 / 0
combinational: 83.9 / 0.00218 / 108 / 192
-- layout make-up --
type | instances | area [µm²]
Fill cell | 1446 | 8170
Multi-Input combinational cell | 524 | 3730
Tap cell | 176 | 220
Inverter | 67 | 254
Timing Repair Buffer | 104 | 1030
-- per-stage QoR --
step | cells | hold slack, ns
after floorplan | 628 | 6.36
after global placement | 871 | 7.33
after detailed placement | 871 | 7.31
after CTS | 871 | 7.32
after global routing | 871 | 7.42
final | 871 | 7.32
No activity file was given, so power comes from the tool's default toggle rates.
