$ cat design.v
module inst_mem(input [31:0]Address,output reg [31:0]inst);
reg [31:0] mem[0:1023];
initial begin
    mem[0]=32'b00100000000000010000000000101000; 
    mem[1]=32'b00100000000001010000000000000000; 
    mem[2]=32'b00010000001000000000000000000100; 
    mem[3]=32'b10001100001001000000001111100100; 
    mem[4]=32'b00000000101001000010100000100000; 
    mem[5]=32'b00100000001000011111111111111100; 
    mem[6]=32'b00001000000000000000000000000010; 
    mem[7]=32'b10101100000001010000011111010000; 
end
always @(Address) begin
    inst<=mem[Address[31:2]];
end
endmodule
$ cat run.sh
#!/bin/bash
# OpenROAD 26Q1-2900-gdf79404cd8, Yosys 0.63+post, stock flow scripts
make -C /OpenROAD-flow-scripts/flow DESIGN_CONFIG=/design/flow/config.mk WORK_HOME=/design/flow/orfs finish
$ cat config.mk
export PLATFORM = sky130hd
export DESIGN_NAME = inst_mem
export DESIGN_NICKNAME = inst_mem
export VERILOG_FILES = /design/flow/design.v
export SDC_FILE = /design/flow/constraint.sdc
export NUM_CORES = 4
export LEC_CHECK = 1
export CORE_AREA = 10 10 70 70
export DIE_AREA = 0 0 80 80
export SYNTH_MEMORY_MAX_BITS = 65536
$ cat constraint.sdc
current_design inst_mem

set clk_period 1.0
set clk_io_pct 0.2

create_clock -name clk0 -period $clk_period

set non_clock_inputs [all_inputs -no_clocks]
set_input_delay [expr $clk_period * $clk_io_pct] -clock clk0 $non_clock_inputs
set_output_delay [expr $clk_period * $clk_io_pct] -clock clk0 [all_outputs]
==> impl_metrics.tcl <==
# place-and-route summary
set metrics [dict create \
    drtPass1Iterations 2 \
    grt_pass1_wl_um 2100 \
    fp.dieW_um 80 \
    power_density_mw_per_mm2 372 \
    path_buffers 4 \
    status "complete, but fails checks" \
    whs_endpoint "inst[16]" \
    drc 0 \
    setup_violations 16 \
    min_path_cells 4 \
    swShare_pct 35.4 \
    yosys_area_um2 319 \
    crit_path_top_delay_cell "ha_4" \
    drive_above_1_share_pct 84.3 \
    yosysUniqueCellTypes 14 \
    syn_avg_cell_area_um2 7.09 \
    drv_slew 0 \
    final-hold-violation-count 0 \
    antenna_left 0 \
    vias_per_cell 2.89 \
    drv_cap 0 \
    synth.cellmix.compoundShare_pct 7.45 \
    required_ns 0.80 \
    gr-total-overflow 0 \
    vias 373 \
    ys_warn_count 1 \
    wl_per_cell_um 10.1 \
    ys_sh_xor_pct 0 \
    p_int_uw 200 \
    fillCellCount 358 \
    fp_util_pct 9.34 \
    cp_max_fo 4 \
    fin_crit_sh_pct 113 \
    synthMuxAreaShare_pct 3.14 \
    clock.fmax_mhz 881 \
    hold_path_class "in -> out" \
    netlist_area_um2 319 \
    comb_area_um2 298 \
    place_hpwl_um 933 \
    worst_path_largest_cell_delay_ns 0.17 \
    die_h_um 80 \
    simple_gate_area_share_pct 18.0 \
    grt_start_max_net_pins 7 \
    routed_wl_um 1300 \
    ys_cells 45 \
    synthCells 45 \
    areaGrowthSynthToFinish_pct 162 \
    die_area_mm2 0.00640 \
    power_frac_comb_pct 100.0 \
    flops 0 \
    hold_path.startpoint "Address[4]" \
    diodes 0 \
    crit_family "buffers and inverters" \
    critPathKind "in -> out" \
    rsz0062_at_grt "true" \
    nClkBuffers 0 \
    startpoint_type "input port" \
    row_count 21 \
    worst_slack_ns -0.135 \
    timing.hold.ws_ns 0.786 \
    ir_drop_v 0.0000627 \
    arrival_ns 0.93 \
    final_util_pct 24.4 \
    power.leakage_nw 0.439 \
    post_dp_cell_area_um2 587 \
    track_usage_pct 3.79 \
    drt_iter0_drc 10 \
    place_inst 114 \
    antenna_found_initial 0 \
    stdcell_count 129 \
    period_needed_ns 1.13 \
    switchingPower_uw 110 \
    power_frac_seq_pct 0 \
    stdcell_area_um2 835 \
    worstSetupEndpointType "output pin" \
    ios 64 \
    final-seq-area_um2 0 \
    place_ws_ns -0.924 \
    synth.yosys.seq_area_share_pct 0 \
    fp.coreArea_mm2 0.00342 \
    clkPwrFrac_pct 0 \
    tool_warnings 66 \
    topCombFamilyByArea "buffers and inverters" \
    first_global_vias 428 \
    port-buffer-count 27 \
    crit_chain "buf_8, buf_8, ha_4, nand2b_4, nand2_4, buf_6, buf_6" \
    fa_ha_area_share_pct 19.6 \
    place_congestion 0.724 \
    violations "negative setup slack" \
]
## synthesized netlist by cell type
library cell | n | area share (%)
o21ai_0 | 3 | 4.7
inv_1 | 6 | 7.1
buf_6 | 1 | 3.5
conb_1 | 1 | 1.2
nand2b_1 | 1 | 2.0
nand2_1 | 4 | 4.7
and2b_2 | 1 | 2.7
and2_2 | 2 | 4.7
a21oi_2 | 1 | 2.7
buf_4 | 17 | 40
mux2i_1 | 1 | 3.1
nand2_2 | 1 | 2.0
nor2_2 | 1 | 2.0
ha_1 | 5 | 20
## worst min-delay path, cell delays in order
cell,delay (ns)
buf_8,0.08
buf_4,0.15
o21ai_4,0.06
buf_2,0.10
## area by class of cell
cell class	instances	area share, %
timing repair buffer	49	54.1
multi-input combinational	28	35.7
tap	46	6.90
inverter	6	3.30
## power by group through the flow
stage         Clock [mW]  Sequential (mW)  Combinational, mW
CTS                    0                0              0.294
global route           0                0              0.343
finish                 0                0              0.310
## routing by layer
layer,up-vias,part of all wire (%),global-route usage (%)
met4,0,0,0
met1,166,45,4.94
met3,0,7.5,0.795
met5,-,0,0
met2,19,48,6.58
li1,188,-,-
## cell families (layout without fill, tap and decap cells)
logic type,count (synthesis),after routing
AND-OR/OR-AND,4,4
multiplexers,1,1
other,1,8
AND/OR/NAND/NOR,10,10
buffers and inverters,24,55
adder cells (fa/ha/maj),5,5
## how the worst max path moves through the flow
| stage | startpoint | endpoint | cells after the start | slack, ns |
|---|---|---|---|---|
| finish | Address[2] | inst[8] | 7 | -0.13 |
| CTS | Address[2] | inst[8] | 7 | -0.14 |
| global route | Address[2] | inst[8] | 7 | -0.17 |
## cell usage in the layout, fill, tap and decap left out, types with 2 or more instances in the layout
cell           count
buf_6             21
buf_2             14
conb_1             8
buf_4              7
ha_4               5
buf_8              5
nand2_4            3
inv_2              3
inv_4              2
and2_4             2
o21ai_2            2
dlygate4sd2_1      2
## per-stage QoR
stage	power [mW]	setup TNS [ns]
floorplan	0.0930	0
global placement	0.216	-19.21
detailed placement	0.215	-19.31
CTS	0.294	-1.03
global route	0.343	-1.56
finish	0.310	-1.01
## repair_timing
action,CTS,global route
setup endpoints to repair,24,22
pin swaps,14,4
setup buffers,13,1
hold buffers,0,0
gates resized,136,8
cloned,1,0
Power and IR drop assume default switching activity.
