`/design/flow/config.mk`:
```
export PLATFORM = sky130hd
export DESIGN_NAME = register_file
export DESIGN_NICKNAME = register_file
export VERILOG_FILES = /design/flow/design.v
export SDC_FILE = /design/flow/constraint.sdc
export NUM_CORES = 4
export LEC_CHECK = 1
export CORE_UTILIZATION = 40
```
`/design/flow/constraint.sdc`:
```
current_design register_file

set clk_period 6.0
set clk_io_pct 0.2

create_clock -name clk0 -period $clk_period [get_ports {clk}]

set non_clock_inputs [all_inputs -no_clocks]
set_input_delay [expr $clk_period * $clk_io_pct] -clock clk0 $non_clock_inputs
set_output_delay [expr $clk_period * $clk_io_pct] -clock clk0 [all_outputs]
```
`/design/flow/design.v`:
```
module register_file(input clk, Reg_Write,input [4:0]Read_Reg1, Read_Reg2, Write_Reg, input[31:0]Write_Data,output reg [31:0] Read_Data1, Read_Data2);
reg [31:0] regs[0:31];
initial begin 
    regs[0]=0;
    regs[1]=0;
    regs[2]=0;
    regs[3]=0;
    regs[4]=0;
    regs[5]=0;
    regs[6]=0;
    regs[7]=0;
    regs[8]=0;
    regs[9]=0;
    regs[10]=0;
    regs[11]=0;
    regs[12]=0;
    regs[13]=0;
    regs[14]=0;
    regs[15]=0;
    regs[16]=32'd4;
    regs[17]=32'd7;
end
always @(posedge clk) begin
    if(Reg_Write==1&&Write_Reg!=0)
        regs[Write_Reg]=Write_Data;
end
assign Read_Data2 = regs[Read_Reg2];
assign Read_Data1 = regs[Read_Reg1];
endmodule
```
`/design/flow/run.sh`:
```
#!/bin/bash
# OpenROAD 26Q1-2900-gdf79404cd8, Yosys 0.63+post, stock flow scripts
make -C /OpenROAD-flow-scripts/flow DESIGN_CONFIG=/design/flow/config.mk WORK_HOME=/design/flow/orfs finish
```
==> results.cfg <==
; yosys + openroad results
[worst_setup_path]
cp.arrival_ns = 4.23
max_stage_delay_ns = 0.79
cp-start-kind = input port
worstPathRequired_ns = 4.80
cp_cell_sequence = clkdlybuf4s50_1, nor2b_4, buf_4, buf_4, a22o_1, nor3_1, a31oi_1, nand3_1, clkdlybuf4s50_1
cp_max_fo = 16
end_kind = output port
critPathKind = in2out
critPathSlowestCell = nor2b_4

[cts]
cts_hold_buf = 0
ctsHtreeMaxLevel = 3
clockBufferDepth = 3
cts-root-buf = clkbuf_16
cts_resized = 0
cts.sinks = 1024
cts_tree = done
path_clk_slew_ns = 0.06
cts_buffers = 106
cts_setup_buffers = 0

[grt]
overflow = 0
grt_first_pass_wirelength_mm = 217.6
globalRouteTotalUtil = 0.2657
grt_pass1_vias = 31890
antenna_found_initial = 4
grt_max_degree = 67

[detailed_routing]
viasPerCell = 5.923
avgRoutedWirePerCell_um = 28.95
drtIter0Drc = 1972
n_antenna_cell = 0
vias = 31230
drtAntennaViolNets = 0
remaining_drc_errors = 0
firstDrtPassIters = 5
drt-total-wl_mm = 152.7

[final_layout]
fin_area_sq_mm = 0.05658
largest_reg_flops = 1024
drive_gt1_frac = 0.1114
areaGrowthSynthToFinish_pct = 16.05

[final_timing]
grt_setup_unrepaired = no
fmaxAchievable_ghz = 0.1842
tightest_slew_ns = 0.9699
finalHoldViolCount = 0
timing.final.crit_period_ns = 5.430
setup_slack_ns = 0.5700
slew_viol_final = 0
maxSlewHeadroom = 0.3534
whs_ns = 1.326
setup_tns_ns = 0
final.period_utilization = 0.9050
setup_violations = 0

[logic_synthesis]
ys_seq_frac = 0.6307
ys_types = 24
syn_inst = 3386
netlist.area_leader.share = 0.6307
yosys_warnings = 3
area_leaders = edfxtp_1 (63%), mux2i_1 (21%), a22oi_1 (3.0%), a22o_1 (2.3%), nand3_1 (2.0%)
syn_area_sq_mm = 0.04876
ys_seq_elements = 1024
ys_cells = 3386
yosys.area.top_type = edfxtp_1
avgSynthCellArea_sq_um = 14.40
yosys_area_sq_mm = 0.04876

[placed_design]
pre_cts_ws_ns = 0.5897
portBuffers = 112
post_dp_cell_area_sq_mm = 0.05287
routabilityCongestion = 0.8831
dp_hpwl_mm = 87.19

[floorplan]
fp.dieW_um = 351.1
rows = 127
die_y_um = 351.1
fp_util = 0.4048
io-pin-count = 113
core_area_sq_mm = 0.1204
chip_area_sq_mm = 0.1233

[run_status]
outcome = finished clean

[min_path]
hp-start = Write_Data[1]
hp-class = in2reg
hold_end = regs[30][1]$_DFFE_PP_
min_path_cells = 2

[pwr]
leakage_nw = 20.88
vdd_drop_max_mv = 0.2208
p_per_area_mw_per_mm2 = 293.0
power_mw = 16.58

[flow_run]
warnings = 26
drv_cap = 0
-- power by group --
| group | internal, mW | switching, mW |
|---|---|---|
| Combinational | 0.610 | 0.938 |
| Sequential | 7.98 | 0.0410 |
| Clock | 4.23 | 2.78 |
-- placed cells by master (no fill, tap or decap), types with 2 or more instances in the layout --
cell,Yosys,final
a21oi_1,192,192
a22o_1,128,128
a22oi_1,192,192
a31oi_1,64,64
and2_4,0,2
buf_12,0,53
buf_4,57,136
buf_8,0,2
bufinv_16,0,22
clkbuf_1,82,10
clkbuf_16,0,108
clkdlybuf4s50_1,0,110
clkinv_1,0,19
clkinv_2,0,25
clkinvlp_4,0,6
conb_1,1,32
edfxtp_1,1024,1024
inv_6,0,4
mux2i_1,1024,1024
nand2_1,195,193
nand2_2,0,2
nand2b_2,0,4
nand3_1,194,194
nand3b_1,5,5
nor2_4,0,33
nor2b_4,0,4
nor3_1,64,64
or2_2,2,2
or3b_2,3,3
-- synth_stat cells --
cell,instances
edfxtp_1,1024
mux2i_1,1024
nand2_1,195
nand3_1,194
a21oi_1,192
a22oi_1,192
a22o_1,128
clkbuf_1,82
a31oi_1,64
nor3_1,64
buf_2,62
buf_4,57
buf_6,37
nor2_1,34
buf_1,11
nand3b_1,5
clkbuf_4,4
nand2b_1,4
nor2b_1,4
or3b_2,3
and2_1,2
or2_2,2
conb_1,1
or3_1,1
-- per-layer routing --
layer	vias up	global-route usage	routed length (um)
li1	13750	-	-
met1	15400	0.3371	54750
met5	-	0.003532	104
met2	1753	0.3974	70920
met3	324	0.1601	21510
met4	10	0.07152	5365
-- through the flow --
stage	util	cells
3_5_place_dp	0.4389	5077
3_3_place_gp	0.4389	5077
4_1_cts	0.4698	5273
6_report	0.4698	5273
2_1_floorplan	-	3417
5_1_grt	0.4698	5273
-- worst max-delay path by stage --
stage,from,endpoint,slack [ns],cells past startpoint
after CTS,Read_Reg2[0],Read_Data2[11],0.60,8
after global routing,Read_Reg2[0],Read_Data2[11],0.40,8
final,Read_Reg2[0],Read_Data2[27],0.57,9
-- kinds of logic (layout without fill, tap and decap cells) --
logic type | count (synthesis) | count (layout) | share of synthesized area
simple gates | 508 | 508 | 0.04709
other cells | 1 | 32 | 0.00007691
mux | 1024 | 1024 | 0.2102
compound gates | 576 | 576 | 0.08048
buf+inv | 253 | 497 | 0.03146
flops | 1024 | 1024 | 0.6307
-- critical path, delay by kind of cell --
kind	cells	cell delay (ns)
compound gates	2	0.36
buf+inv	4	1.67
simple gates	3	0.98
-- layout make-up --
| type | instances | area, sq um |
|---|---|---|
| Clock buffer | 118 | 2740 |
| Clock inverter | 78 | 973.4 |
| Fill cell | 10350 | 63870 |
| Multi-Input combinational cell | 2140 | 16890 |
| Sequential cell | 1024 | 30750 |
| Tap cell | 1612 | 2017 |
| Timing Repair Buffer | 301 | 3213 |
No activity file was given, so power comes from the tool's default toggle rates.
